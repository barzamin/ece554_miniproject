<file path="flow/config.mk">
export PLATFORM = sky130hd
export DESIGN_NAME = tpumac
export DESIGN_NICKNAME = tpumac
export VERILOG_FILES = /design/flow/design.v
export SDC_FILE = /design/flow/constraint.sdc
export NUM_CORES = 4
export LEC_CHECK = 1
export CORE_UTILIZATION = 30
</file>
<file path="flow/constraint.sdc">
current_design tpumac

set clk_period 8.4
set clk_io_pct 0.2

create_clock -name clk0 -period $clk_period [get_ports {clk}]

set non_clock_inputs [all_inputs -no_clocks]
set_input_delay [expr $clk_period * $clk_io_pct] -clock clk0 $non_clock_inputs
set_output_delay [expr $clk_period * $clk_io_pct] -clock clk0 [all_outputs]
</file>
<file path="flow/design.v">
`default_nettype none
module tpumac #(
  parameter int BITS_AB = 8,
  parameter int BITS_C = 16  
) (
  input wire clk, rst_n,
  input wire en,
  input wire WrEn,
  input wire signed [BITS_AB-1:0] Ain,
  input wire signed [BITS_AB-1:0] Bin,
  input wire signed [BITS_C-1:0]  Cin,
  output reg signed [BITS_AB-1:0] Aout,
  output reg signed [BITS_AB-1:0] Bout,
  output reg signed [BITS_C-1:0]  Cout
);
  always_ff @(posedge clk or negedge rst_n) begin
    if (!rst_n) begin
      Aout <= '0;
      Bout <= '0;
    end else if (en) begin
      Aout <= Ain;
      Bout <= Bin;
    end
  end
  wire [BITS_C-1:0] A_mul_B;
  assign A_mul_B = Ain * Bin;  
  wire [BITS_C-1:0] A_mul_B_plus_Cout;
  assign A_mul_B_plus_Cout = A_mul_B + Cout;
  always_ff @(posedge clk or negedge rst_n) begin
    if (!rst_n) begin
      Cout <= '0;
    end else if (en || WrEn) begin
      Cout <= WrEn ? Cin : A_mul_B_plus_Cout;
    end
  end
endmodule  
</file>
<file path="flow/run.sh">
#!/bin/bash
# OpenROAD 26Q1-2900-gdf79404cd8, Yosys 0.63+post, stock flow scripts
make -C /OpenROAD-flow-scripts/flow DESIGN_CONFIG=/design/flow/config.mk WORK_HOME=/design/flow/orfs finish
</file>
==> changes_impl.md <==
### Metrics

* Max frequency at 148 MHz
* Ys cells at 402
* Logic pwr share at 79.4%
* Clock power frac at 10.0%
* Final WS setup at 1620 ps
* GPL Wtd Cong at 0.783
* Ys flop type: dfrtp_1
* RSZ-0062 raised after global routing: no
* Post-synthesis instance area at 4170 um^2
* Post-CTS resize count at 0
* CP arrival at 6940 ps
* Io pins at 68
* Clock latency (worst-skew pair) at 280 ps
* First-pass GRT wire length at 15.4 mm
* Kind of end point of the critical path: register
* R2r setup slk at 3870 ps
* Kind of start point of the critical path: primary input
* Site Rows at 42
* Ratio of final minimum period to clock period at 80.7%
* Vias in the first global route at 3132
* Share of post-route cells with drive strength above 1 at 6.61%
* Number of antenna violations at the first check in global routing at 0
* Post-synth mux share at 7.19%
* Area share, top type at 34.1%
* CTS root buffer: clkbuf_16
* Final WL at 8.92 mm
* Syn Area/Cell at 10.4 um^2
* Setup TNS at 0 ps
* Grt ovf at 0
* Pre-CTS setup slack at 1340 ps
* Post-synthesis sequential area ratio at 19.2%
* Leak at 0.00249 uW
* Sw Pwr at 1030 uW
* Post-synth regs at 32
* Simple Share, Synth at 10.3%
* Cell type with the largest total area: fa_1
* Relative slew slack at 60.9%
* Die height at 120 um
* Largest net degree at the start of global routing at 35
* R2R depth at 17
* Vias per std cell at 4.57
* Floorplan-stage core utilization at 31.1%
* ANT nets after route at 0
* Max Slew Vio Count at 0
* Clock sink count at 32
* Ao+oa area frac at 6.44%
* Tool warnings at 26
* Die W at 120 um
* Diodes inserted at 0
* Post-route minimum period at 6780 ps
* Via Count at 2947
* Internal power at 1270 uW
* Cell variety after synth at 31
* Initial DRC count at 98
* RR Startpoint: Cout[4]
* Core area at 13400 um^2
* Critical path capture point: Cout[13]
* Yosys Chip Area at 4170 um^2
* FILL cells at 1314
* Final Hold Violation Tally at 0
* Postcts setup bufs at 0
* P&R area growth vs syn at 25.1%
* Adder Area Share at 45.1%
* Xor/xnor share at 4.20%
* Worst-Margin Slew at 586 ps
* Top logic family: adder cells
* Total power at 2300 uW
* Top cells by area: fa_1 34%, dfrtp_1 19%, ha_1 11%
* Worst r2r dst: Cout[10]
* Mapped Cells at 402
* Critical path type: primary input to register
* Crit path from: Bin[0]
* Seq pwr share at 10.6%
* Flip-flops with a built-in enable at 0
* Dpl hpwl at 7.13 mm
* Hold_buf cts at 0
* CP required at 8560 ps
* Die area at 14400 um^2
* Yosys warning total at 1
* DRC viols at 0
* Clk buf depth at 2
* TritonRoute pass-1 iters at 4
* Hold Path Class: register to register
* Top Layout Cells: 71 x inv_1, 71 x fa_1, 66 x clkdlybuf4s50_1
* Htree depth at 2
* VDD IR-drop max at 0.428 mV
* Final Skew at 2.67 ps
* Total CTS buffers at 5
* Maxcap violations at 0
* Pwr Density at 441 nW/um^2
* Sw frac at 44.9%
* DR WL/cell at 13.8 um
* CP Max Fanout at 9
* Status: finished, final reports clean
* Async SR Flop Fraction at 100%
* GRT Util Overall at 14.0%
* Final setup viols at 0
* Clk slew on worst S/H paths at 60 ps
* # port buffers at 67
* CTS tree: yes
==> Yosys cell counts (all sizes together) (2+ instances only) <==
| cell | count |
|---|---|
| a21o | 5 |
| a21oi | 8 |
| a22oi | 2 |
| a31oi | 2 |
| and2 | 32 |
| buf | 2 |
| clkbuf | 9 |
| dfrtp | 32 |
| fa | 71 |
| ha | 37 |
| inv | 71 |
| mux2 | 16 |
| mux2i | 12 |
| nand2 | 38 |
| nand2b | 2 |
| nand4 | 2 |
| nor2 | 12 |
| o211ai | 3 |
| o21ai | 16 |
| o21bai | 3 |
| or3 | 2 |
| xnor2 | 19 |
==> worst min path at each step <==
| stage | endpoint | cells past startpoint | start |
|---|---|---|---|
| final | Bout[2] | 1 | Bout[2] |
| after global routing | Bout[7] | 1 | Bout[7] |
| after CTS | Bout[2] | 1 | Bout[2] |
==> metal layers <==
| layer | up-vias | part of all wire [%] | GRT usage [%] | wire [um] |
|---|---|---|---|---|
| met1 | 1474 | 46 | 21.4 | 4110 |
| met3 | 11 | 5.1 | 2.82 | 454 |
| li1 | 1389 | - | - | - |
| met5 | - | 0 | 0 | 0 |
| met4 | 0 | 1.0 | 1.41 | 91 |
| met2 | 73 | 48 | 21.9 | 4260 |
==> critical path, stage by stage <==
cell and delay, ps:
clkdlybuf4s50_1 700, and2_1 570, inv_1 130, fa_1 520, inv_1 60, fa_1 480
fa_1 570, fa_1 440, fa_1 470, ha_1 350, o21ai_0 100, o21bai_1 220
o211ai_1 200, a21oi_1 220, xnor2_1 150, o21ai_0 90
==> power by group through the flow <==
stage         combinational, uW  clock (uW)  sequential [uW]
global route               2130         244              254
finish                     1830         229              245
CTS                        1860         239              248
==> per-stage QoR <==
stage / util [%] / hold slack (ps) / instance area [um^2] / std cells
after floorplan: - / 456 / 4170 / 402
after global placement: 37.6 / 488 / 5040 / 637
after detailed placement: 37.6 / 496 / 5040 / 637
after CTS: 39.0 / 510 / 5220 / 645
after global routing: 39.0 / 525 / 5220 / 645
final: 39.0 / 505 / 5220 / 645
==> final cells by class <==
| class | instances | area, um^2 | share of cell area [%] |
|---|---|---|---|
| repair buffers | 70 | 688 | 13.2 |
| flip-flops and latches | 32 | 801 | 15.3 |
| clock buffers | 7 | 153 | 2.92 |
| inverters | 72 | 270 | 5.18 |
| well taps | 176 | 220 | 4.22 |
| multi-input cells | 287 | 3060 | 58.6 |
| clock inverters | 1 | 30.0 | 0.575 |
==> cell families after synthesis <==
group / after synthesis
fa+ha+maj: 108
simple gates: 89
buf+inv: 83
compound gates: 42
flops: 32
mux: 28
xor+xnor: 20
==> state kept, by name, summed over array words and instances, names as in the netlist <==
name and count:
Bout 8, Cout 16, Aout 8
Power is estimated from default activity; no workload was simulated.
